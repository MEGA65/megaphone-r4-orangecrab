$ cat ./config.mk
export PLATFORM = sky130hd
export DESIGN_NAME = uart_rx
export DESIGN_NICKNAME = uart_rx
export VERILOG_FILES = /design/flow/design.v
export SDC_FILE = /design/flow/constraint.sdc
export NUM_CORES = 4
export LEC_CHECK = 1
export CORE_UTILIZATION = 40
$ cat ./constraint.sdc
current_design uart_rx

set clk_period 7.4
set clk_io_pct 0.2

create_clock -name clk0 -period $clk_period [get_ports {clk}]

set non_clock_inputs [all_inputs -no_clocks]
set_input_delay [expr $clk_period * $clk_io_pct] -clock clk0 $non_clock_inputs
set_output_delay [expr $clk_period * $clk_io_pct] -clock clk0 [all_outputs]
$ cat ./design.v
module uart_rx(
input wire clk,
input wire [23:0] bit_rate_divisor,
input wire UART_RX,
output reg [7:0] data,
output reg data_ready,
input wire data_acknowledge
);
reg [23:0] bit_timer = 1'b0;
reg [31:0] bit_position = 0;
reg [9:0] rx_data;
parameter [1:0]
  Idle = 0,
  WaitingForMidBit = 1,
  WaitingForNextBit = 2,
  WaitForRise = 3;
reg [1:0] rx_state = Idle;
reg [3:0] uart_rx_debounced = 1'b1;
reg uart_rx_bit = 1'b1;
reg data_ready_internal = 1'b0;
reg rx_gone_high = 1'b0;
  always @(posedge clk) begin : P1
    uart_rx_debounced <= {uart_rx_debounced[2:0],UART_RX};
    if(uart_rx_debounced == 4'h0 && uart_rx_bit == 1'b1) begin
      uart_rx_bit <= 1'b0;
    end
    if(uart_rx_debounced == 4'hF && uart_rx_bit == 1'b0) begin
      uart_rx_bit <= 1'b1;
    end
    if(uart_rx_debounced == 4'hF) begin
      rx_gone_high <= 1'b1;
    end
    if((bit_timer) < (bit_rate_divisor)) begin
      bit_timer <= bit_timer + 1;
    end
    else begin
      bit_timer <= {24{1'b0}};
    end
    if(rx_state == Idle && uart_rx_bit == 1'b0 && rx_gone_high == 1'b1) begin
      bit_timer <= {24{1'b0}};
      bit_position <= 0;
      rx_state <= WaitingForMidBit;
    end
    if(data_acknowledge == 1'b1 && data_ready_internal == 1'b1) begin
      data_ready <= 1'b0;
      data_ready_internal <= 1'b0;
    end
    if(rx_state == WaitingForMidBit && bit_timer == {1'b0,bit_rate_divisor[23:1]}) begin
      rx_data[bit_position] <= uart_rx_bit;
      if(bit_position < 9) begin
        bit_position <= bit_position + 1;
        rx_state <= WaitingForNextBit;
      end
      else begin
        data <= rx_data[8:1];
        data_ready <= 1'b1;
        data_ready_internal <= 1'b1;
        bit_timer <= 1;
        rx_state <= WaitForRise;
      end
    end
    if(bit_timer == 0 && rx_state == WaitingForNextBit) begin
      rx_state <= WaitingForMidBit;
    end
    if((bit_timer == 0 || uart_rx_bit == 1'b1) && rx_state == WaitForRise) begin
      rx_state <= Idle;
      rx_gone_high <= 1'b0;
    end
  end
endmodule
$ cat ./run.sh
#!/bin/bash
# OpenROAD 26Q1-2900-gdf79404cd8, Yosys 0.63+post, stock flow scripts
make -C /OpenROAD-flow-scripts/flow DESIGN_CONFIG=/design/flow/config.mk WORK_HOME=/design/flow/orfs finish
==> flow_metrics.py <==
# Flow results
metrics = {
    "power_and_ir_drop": {
        "power.density_nw_per_um2": 242,
        "peakVddDrop_uv": 125,
        "power.total_mw": 1.40,
        "leakage_nw": 2.28,
    },
    "floorplan": {
        "coreArea_sq_um": 12100,
        "core.rowCount": 40,
        "io_pins": 36,
        "fp.dieW_um": 114,
        "fp_util_pct": 41.4,
        "fp.dieH_um": 114,
        "dieArea_sq_um": 12900,
    },
    "critical_path": {
        "arrival_ns": 4.33,
        "path_class": "reg -> reg",
        "required_ns": 7.49,
        "path_max_fanout": 12,
        "cp-start-kind": "register",
        "critPathCaptureType": "register",
    },
    "yosys": {
        "yosys_warnings": 1,
        "flop_cell": "dfxtp_1",
        "ys_seq_share_pct": 36.1,
        "ys_cells": 588,
        "synth.distinct_cells": 58,
        "synthCells": 588,
        "yosysChipArea_sq_um": 4990,
        "async_reset_ff_share_pct": 0,
        "syn_area_sq_um": 4990,
        "edf_count": 16,
        "ys_ff": 82,
        "synth.avg_cell_area_sq_um": 8.49,
    },
    "timing": {
        "fmaxAchievable_mhz": 236,
        "max_slew_margin_pct": 34.9,
        "post-route-min-period_ns": 4.24,
        "fin_skew_ns": 0.00632,
        "final_hold_viol_count": 0,
        "layout_setup_ws_ns": 3.16,
        "setup_viol": 0,
        "drv_slew": 0,
        "fin_setup_tns_ns": 0,
        "worstMarginPinSlew_ns": 0.967,
        "period_used_pct": 57.3,
        "rsz0062_at_grt": "false",
    },
    "drt": {
        "ant_nets": 0,
        "drt-wirelength-per-cell_um": 14.0,
        "vias": 4181,
        "totalWireLength_um": 11000,
        "drc": 0,
        "drt_iter0_markers": 194,
        "n_antenna_cell": 0,
        "post_drt_via_cell_ratio": 5.33,
        "first_pass_iters": 4,
    },
    "clock_network": {
        "hold_buffers": 0,
        "h-tree-depth": 3,
        "cts_setup_buffers": 0,
        "cts_buffers": 9,
        "clockBufferDepth": 2,
        "clock_latency_ns": 0.34,
        "cts_tree": "yes",
        "path_clk_slew_ns": 0.06,
        "cts.sinks": 82,
        "ctsResizeCount": 0,
        "cts-root-buf": "clkbuf_16",
    },
    "global_routing": {
        "grt_usage_pct": 18.3,
        "grt-ovfl-total": 0,
        "grt_max_degree": 35,
        "grt_pass1_vias": 3910,
        "antenna_found_initial": 0,
        "grt_pass1_wl_um": 18700,
    },
    "place": {
        "dp_hpwl_um": 8150,
        "gp_congestion": 0.908,
        "dp_slack_ns": 2.99,
        "port_buffers": 35,
    },
    "final_layout": {
        "drive_gt1_share_pct": 5.51,
        "area_growth_pct": 15.6,
        "fin_util_pct": 47.8,
    },
    "job": {
        "warnings": 27,
        "cap_violations": 0,
    },
    "outcome": {
        "outcome": "completed",
    },
    "hold_path": {
        "hold_path_class": "reg -> reg",
    },
}
-- registers in the layout (all words and copies together), names as in the netlist --
register / cells
bit_position: 32
bit_timer: 24
data: 8
rx_data: 8
uart_rx_debounced: 4
rx_state: 2
data_ready: 1
data_ready_internal: 1
rx_gone_high: 1
uart_rx_bit: 1
-- where the power goes --
group          switching [mW]  total (mW)  internal (mW)  leakage [nW]
combinational           0.257       0.445          0.188          1.52
clock                   0.184       0.415          0.231         0.138
sequential             0.0506       0.535          0.485         0.625
-- critical path, cell delays in order, from the launching register on --
cell and delay (ns):
dfxtp_1 0.42, inv_1 0.15, ha_1 0.35, or4b_1 0.53, or4_1 0.49, nor2_1 0.18
mux2_2 0.35, or3_1 0.30, a2111o_1 0.55, nor4b_2 0.33, mux2_1 0.34
-- layer usage --
metal / wire [um] / vias up / part of all wire (%) / global-route usage [%]
met4: 221 / 0 / 2.0 / 3.68
met3: 469 / 15 / 4.3 / 3.41
met2: 5100 / 100 / 46 / 29.2
met5: 0 / - / 0 / 0
li1: - / 2152 / - / -
met1: 5190 / 1914 / 47 / 26.8
-- Yosys cell counts (all sizes together), types with 3 or more instances --
library cell / instances / share of area [%]
nor4b: 4 / 0.95
nor2: 43 / 3.6
or3: 8 / 1.1
mux2: 10 / 2.3
buf: 5 / 0.45
o21ai: 16 / 1.6
clkbuf: 22 / 1.7
nor4: 16 / 2.4
inv: 36 / 2.7
nand2: 58 / 4.4
nand3: 13 / 1.3
nand4: 30 / 3.8
a31oi: 4 / 0.50
a211oi: 3 / 0.45
edfxtp: 16 / 9.6
dfxtp: 66 / 26
and4: 4 / 0.70
a21oi: 34 / 3.4
or2: 4 / 0.50
o22ai: 3 / 0.38
nor2b: 27 / 3.4
and3: 7 / 0.88
xor2: 13 / 2.3
nor3: 27 / 2.7
a21o: 7 / 1.1
a2111oi: 3 / 0.53
nand3b: 3 / 0.45
xnor2: 47 / 8.2
or4: 4 / 0.60
ha: 27 / 6.8
-- kinds of logic (layout without fill, tap and decap cells) --
group                    Yosys count  in the layout  share of synthesized area [%]
AND-OR/OR-AND                     90             90                           11.4
XOR/XNOR                          60             60                           10.5
adder cells (fa/ha/maj)           27             27                           6.77
buffers and inverters             63             92                           4.81
flip-flops                        82             82                           36.1
multiplexers                      11             11                           2.46
AND/OR/NAND/NOR                  255            255                           27.9
-- cell usage in the layout, fill, tap and decap left out, types with 4 or more instances in the layout --
| cell type | netlist | final |
|---|---|---|
| dfxtp_1 | 66 | 66 |
| or2_2 | 4 | 4 |
| a31oi_1 | 4 | 4 |
| nand3_1 | 13 | 13 |
| mux2_1 | 8 | 8 |
| and3_1 | 7 | 7 |
| clkbuf_16 | 0 | 9 |
| inv_1 | 36 | 36 |
| xnor2_1 | 47 | 47 |
| ha_1 | 27 | 27 |
| nor2b_1 | 27 | 27 |
| o21ai_0 | 15 | 15 |
| or4_1 | 4 | 4 |
| nand2_1 | 58 | 58 |
| and4_1 | 4 | 4 |
| xor2_1 | 13 | 13 |
| buf_4 | 0 | 5 |
| edfxtp_1 | 16 | 16 |
| a21oi_1 | 34 | 34 |
| nor3_1 | 27 | 27 |
| or3_1 | 7 | 7 |
| nor4_1 | 14 | 14 |
| clkdlybuf4s50_1 | 0 | 35 |
| nor2_1 | 42 | 42 |
| nand4_1 | 30 | 30 |
| a21o_1 | 7 | 7 |
-- metrics by stage --
stage	std cells	cell area, sq um	hold WS [ns]
6_report	785	5770	0.379
3_3_place_gp	769	5490	0.364
4_1_cts	785	5770	0.380
3_5_place_dp	769	5490	0.371
5_1_grt	785	5770	0.388
2_1_floorplan	588	4990	0.351
-- area by class of cell --
type                    count  area [sq um]
fillers                  1087          6290
multi-input cells         443          2950
flip-flops and latches     82          1800
repair buffers             40           388
clock buffers              10           229
well taps                 168           210
inverters                  36           135
clock inverters             6          48.8
-- path summary, 6_finish.rpt --
check                  startpoint                   end  slack (ns)  cells past startpoint
max reg2reg       bit_position[0]            rx_data[1]        3.16                     10
max               bit_position[0]            rx_data[1]        3.16                     10
min reg2reg  uart_rx_debounced[0]  uart_rx_debounced[1]        0.38                      0
min          uart_rx_debounced[0]  uart_rx_debounced[1]        0.38                      0
Power and IR drop assume default switching activity.
